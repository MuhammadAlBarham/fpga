--- ./design.v ---
`timescale 1ns / 1ps
module lfsr_16( input clk, input reset, output q) ; 
reg [15:0] shift ;  
wire xor_out = shift[15] ^ shift[14] ^ shift[12] ^ shift[3] ;     
always @ (posedge clk) 
if (reset) shift <= 16'b1111111111111111 ;  
else shift <= { xor_out , shift[15:1] } ;   
assign q = shift[0] ;  
endmodule
--- ./run.sh ---
#!/bin/bash
# OpenROAD 26Q1-2900-gdf79404cd8, Yosys 0.63+post, stock flow scripts
make -C /OpenROAD-flow-scripts/flow DESIGN_CONFIG=/design/flow/config.mk WORK_HOME=/design/flow/orfs finish
--- ./config.mk ---
export PLATFORM = sky130hd
export DESIGN_NAME = lfsr_16
export DESIGN_NICKNAME = lfsr_16
export VERILOG_FILES = /design/flow/design.v
export SDC_FILE = /design/flow/constraint.sdc
export NUM_CORES = 4
export LEC_CHECK = 1
export CORE_AREA = 10 10 77 77
export DIE_AREA = 0 0 87 87
--- ./constraint.sdc ---
current_design lfsr_16

set clk_period 1.6
set clk_io_pct 0.2

create_clock -name clk0 -period $clk_period [get_ports {clk}]

set non_clock_inputs [all_inputs -no_clocks]
set_input_delay [expr $clk_period * $clk_io_pct] -clock clk0 $non_clock_inputs
set_output_delay [expr $clk_period * $clk_io_pct] -clock clk0 [all_outputs]
==> flow_summary.toml <==
# implementation run metrics
[setup_path]
cp_top_family = "buffers and inverters"
worst-path-stages = 1
worst_setup_path_start_kind = "flop"
cp.buffers_inverters = 1
crit_path_cell_trace = "clkdlybuf4s50_1"
startpoint = "shift[0]$_SDFF_PP1_"
worst_ep_required_time_ps = 1280
end_kind = "output pin"
crit_type = "flop to output pin"
critPathSlowestCell = "clkdlybuf4s50_1"
r2r_cells = 3
crit_end = "q"
cp_slowest_stage_delay_ps = 450
cp.arrival_ps = 990
rr_startpoint = "shift[15]$_SDFF_PP1_"
critPathMaxFanout = 1
r2r_end = "shift[15]$_SDFF_PP1_"
rrSetupSlack_ps = 740

[logic_synthesis]
synth_cells = 36
yosysCellCount = 36
ys_seq_frac = 0.6995
synthesis.area_sq_um = 457.9
ys_area_sq_um = 457.9
synth_warnings = 1
avgSynthCellArea_sq_um = 12.72
synthDistinctLibCells = 7
numSynthFlops = 16

[sta]
holdWs_ps = 402.2
period_minus_slack_ps = 1314
clock.fmax_mhz = 760.9
finalClockSkew_ps = 3.270
setup_tns_ps = 0
fin_ws_ps = 285.7
rsz0062_at_grt = "no"
setup_viol = 0
hold_viol = 0
maxSlewHeadroom = 0.7390
tightest_slew_ps = 390.2
finalMaxSlewViolations = 0
post-route-period-util = 0.8214

[min_path]
hp-class = "flop to flop"

[power_and_ir_drop]
p_per_area_nw_per_um2 = 1277
ir_drop_mv = 0.3832
leakagePower_nw = 0.1844
p_total_mw = 0.7319

[floorplan]
die_y_microns = 87
io_pins = 3
die_area_sq_um = 7569
coreArea_sq_um = 4354
rows = 24
dieWidth_microns = 87
fp_util = 0.1052

[route]
firstDrtPassIters = 3
vias_per_cell = 2.337
antenna_cells = 0
final_antenna_net_count = 0
routedWlPerCell_microns = 6.272
vias = 215
drt_iter0_drc = 12
routed_wl_microns = 577
drc = 0

[final_layout]
regArea_sq_um = 320.3
n_fill_cell = 472
largest_reg_flops = 16
regMostFlops = "shift"
final_core_utilization = 0.1316
lay_top_cells = "dfxtp_1 (16), or2_2 (8), or2_1 (7)"
reg_top3 = "shift: 16 flops"
drive_above_1_share = 0.2750
fin_area_sq_um = 573.1
logic_area_sq_um = 126.4
lay_top_count = "dfxtp_1"
final_cells = 92
syn_to_final_growth_pct = 25.14

[clocking]
htreeDepth = 1
cts_sinks = 16
post_cts_resized = 0
root_buffer = "clkbuf_8"
numCtsBuffers = 3
cts_max_path_buffers = 2
cts_hold_buffers = 0
postCtsSetupBuffers = 0
insertion_delay_ps = 240
path_clk_slew_ps = 60
cts_tree = "yes"

[grt]
track_usage = 0.01777
grt_pass1_wl_microns = 1021
antenna_found_initial = 0
grt_pass1_vias = 223
grt-ovfl-total = 0
grt_max_degree = 17

[placed_design]
port_buffers = 2
place.detailed.hpwl_microns = 359
gp_congestion = 0.7224
dp_cells = 89
placed_cell_area_sq_um = 531.8
dp_slack_ps = 175.2

[job]
warnings = 25
maxCapViolCount = 0

[run_status]
outcome = "finished, final reports clean"
[layer usage]
layer  vias up  global-route usage  share of wire
met5         -                   0              0
li1        115                   -              -
met3         0             0.02170           0.16
met4         0            0.004418              0
met1        95             0.02071           0.47
met2         5             0.01932           0.37
[final cells by class]
type,count,share of cell area
Tap cell,52,0.1135
Multi-Input combinational cell,19,0.2205
Sequential cell,16,0.5590
Timing Repair Buffer,2,0.03493
Clock buffer,3,0.07205
[power breakdown]
| part | switching [mW] | internal, mW |
|---|---|---|
| combinational | 0.0148 | 0.0180 |
| clock | 0.114 | 0.166 |
| sequential | 0.00692 | 0.412 |
[synthesized netlist by cell type, drive strengths merged]
library cell | instances | area (sq um)
or2 | 15 | 93.84
nand2b | 1 | 6.260
buf | 1 | 11.26
dfxtp | 16 | 320.3
xor2 | 2 | 17.52
xnor2 | 1 | 8.760
[cell families after synthesis]
kind of cell	count (synthesis)	synth area share
simple gates	16	0.2186
xor+xnor	3	0.05739
buf+inv	1	0.02459
flops	16	0.6995
[how the worst min path moves through the flow]
stage                                  to           startpoint  depth (start not counted)
after CTS             shift[3]$_SDFF_PP1_  shift[4]$_SDFF_PP1_                          1
after global routing  shift[4]$_SDFF_PP1_  shift[5]$_SDFF_PP1_                          1
final                 shift[3]$_SDFF_PP1_  shift[4]$_SDFF_PP1_                          1
