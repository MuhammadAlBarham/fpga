**./config.mk**
```make
export PLATFORM = sky130hd
export DESIGN_NAME = Low_Priority_Encoder_16_to_4
export DESIGN_NICKNAME = Low_Priority_Encoder_16_to_4
export VERILOG_FILES = /design/flow/design.v
export SDC_FILE = /design/flow/constraint.sdc
export NUM_CORES = 4
export LEC_CHECK = 1
export CORE_AREA = 10 10 70 70
export DIE_AREA = 0 0 80 80
```
**./constraint.sdc**
```tcl
current_design Low_Priority_Encoder_16_to_4

set clk_period 2.8
set clk_io_pct 0.2

create_clock -name clk0 -period $clk_period

set non_clock_inputs [all_inputs -no_clocks]
set_input_delay [expr $clk_period * $clk_io_pct] -clock clk0 $non_clock_inputs
set_output_delay [expr $clk_period * $clk_io_pct] -clock clk0 [all_outputs]
```
**./design.v**
```verilog
`timescale 1ns / 1ps
module Low_Priority_Encoder_16_to_4(W, y, f);
input [15:0] W ; 
output reg [3:0] y ; 
output  f ;
wire f = (W!=0) ; 
always @(W)
begin 
casex(W)
16 'b xxxxxxxxxxxxxxx1 : y = 0 ; 
16 'b xxxxxxxxxxxxxx10 : y = 1 ; 
16 'b xxxxxxxxxxxxx100 : y = 2 ; 
16 'b xxxxxxxxxxxx1000 : y = 3 ; 
16 'b xxxxxxxxxxx10000 : y = 4 ; 
16 'b xxxxxxxxxx100000 : y = 5 ; 
16 'b xxxxxxxxx1000000 : y = 6 ; 
16 'b xxxxxxxx10000000 : y = 7 ; 
16 'b xxxxxxx100000000 : y = 8 ; 
16 'b xxxxxx1000000000 : y = 9  ; 
16 'b xxxxx10000000000 : y = 10 ; 
16 'b xxxx100000000000 : y = 11 ; 
16 'b xxx1000000000000 : y = 12 ; 
16 'b xx10000000000000 : y = 13 ; 
16 'b x100000000000000 : y = 14 ; 
16 'b 1000000000000000 : y = 15 ; 
default : y = 0 ; 
endcase
end 
endmodule
```
**./run.sh**
```bash
#!/bin/bash
# OpenROAD 26Q1-2900-gdf79404cd8, Yosys 0.63+post, stock flow scripts
make -C /OpenROAD-flow-scripts/flow DESIGN_CONFIG=/design/flow/config.mk WORK_HOME=/design/flow/orfs finish
```
==> results.cfg <==
; synthesis and place-and-route metrics
[sta]
tns_ps = 0
max_freq_mhz = 367
tightest_slew_ps = 380
drv_slew = 0
rsz0062_at_grt = no
finalHoldViolCount = 0
setup_slack_ps = 78.1
finalCritPeriodShare_pct = 97.2
slew_headroom_pct = 74.4
fin_crit_ps = 2720
setup_violations = 0

[final_layout]
seq_area_um2 = 0
fillCellCount = 405
ff_count = 0
clock_buffers = 0
flow.area_growth_from_synthesis_pct = 149
logic_area_um2 = 171
drive_gt1_share_pct = 7.55
final_util_pct = 13.6

[clock_tree]
post_cts_buffers = 0

[floorplanning]
io_pins = 21
initCoreUtil_pct = 5.46
core-area_um2 = 3420
die_h_um = 80
die_w_um = 80
rows = 21
die-area_um2 = 6400

[worst_setup_path]
worstSetupEndpointType = primary output
crit_path_end = y[0]
cp_data_required_time_ps = 2240
crit_fanout = 3
cp.arrival_ps = 2160
start_kind = primary input
crit_start = W[4]
worstSetupPathType = in -> out

[logic_synthesis]
topCellsByArea = nor2_1, nor4_4, a21oi_1
yosysSeqAreaShare_pct = 0
syn_inst = 31
ys_types = 15
ys_area_um2 = 186
yosys-top-cells-count = nor2_1, a21oi_1, inv_1, nand2_1
top_cell_area_share_pct = 14.1
top_area_cell = nor2_1
ys_cells = 31
synth_area_um2 = 186
top_cell = nor2_1
yosys_warnings = 1
synth_area_per_cell_um2 = 6.01

[global_routing]
overflow = 0
grt_pass1_wl_um = 1280
grt_usage_pct = 2.49
grt_pass1_vias = 254
grt_start_max_net_pins = 5
antenna_found_initial = 0

[min_path]
hp-class = in -> out
hp-start = W[6]

[job]
cap_violations = 0
warnings = 32

[routing]
vias_per_cell = 3.08
diodes = 0
drt_iter0_drc = 19
wire_per_inst_um = 9.40
finalWirelength_um = 931
postRouteAntennaNets = 0
drc_errors = 0
via_count = 305
drtPass1Iterations = 2

[pwr]
peakVddDrop_mv = 0.0109
leakage_uw = 0.000170
p_per_area_nw_per_um2 = 105

[placement]
io_buffers = 21
gp_congestion = 0.831
hpwl_um = 842
dp_worst_setup_slack_ps = 22.9

[outcome]
status = complete, no violations
==> critical path, stage by stage <==
cell and delay [ps]:
clkdlybuf4s50_1 460, nor4_4 300, nand3_2 130, o32ai_2 210
clkdlybuf4s50_1 500
==> metal layers <==
metal | up-vias | part of all wire (%) | GRT usage (%)
met2 | 16 | 44 | 3.93
li1 | 158 | - | -
met1 | 131 | 47 | 3.56
met5 | - | 0 | 0
met3 | 0 | 7.9 | 0.568
met4 | 0 | 0 | 0
==> how the worst min path moves through the flow <==
stage           to  slack, ps  depth (start not counted)
CTS           y[0]       2100                          3
global route  y[1]       1950                          4
finish        y[1]       1890                          4
==> cells by family after synthesis <==
family / count (synthesis) / synth area share (%)
simple gates: 16 / 50.3
buf+inv: 4 / 8.05
compound gates: 11 / 41.6
==> stage by stage <==
stage / instance area (µm²) / power [µW] / std cells / hold slack (ps)
floorplan: 186 / 12.7 / 31 / 1150
global placement: 462 / 48.9 / 99 / 2110
detailed placement: 462 / 49.0 / 99 / 2100
CTS: 462 / 49.4 / 99 / 2100
global route: 464 / 53.5 / 99 / 1950
finish: 464 / 48.8 / 99 / 1890
==> report_power, final <==
part | internal (µW) | switching, µW | total, µW
combinational | 31.1 | 17.7 | 48.8
clock | 0 | 0 | 0
sequential | 0 | 0 | 0
total | 31.1 | 17.7 | 48.8
==> final cells by class <==
cell class,count,share of cell area (%)
multi-input cells,27,36.9
repair buffers,22,47.4
well taps,46,12.4
inverters,4,3.23
==> cells in the final DEF (no fill, tap or decap) <==
cell,instances
nand2b_1,1
o21ai_1,1
clkdlybuf4s50_1,20
nor2_1,7
o21ai_0,1
nand2_1,3
nor4_4,1
nor4_1,1
inv_1,4
a31oi_1,1
o31ai_1,1
o31a_1,2
a21oi_1,4
and3_1,2
o32ai_2,1
buf_4,1
dlymetal6s2s_1,1
nand3_2,1
==> timing repair <==
action,4_1_cts,5_1_grt
gates resized,0,1
hold buffers,0,0
endpoints found under the setup margin,0,1
Power figures rest on the tool's default switching activity, not on a simulated workload.
