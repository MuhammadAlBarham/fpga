## ./design.v

```verilog
`timescale 1ns / 1ps
module Multiplier_Binary(start , reset_b , clock , Multiplicand , Multiplier , Product , Ready);
input start ;     
input reset_b ;   
input clock ;     
parameter dp_width = 5 ; 
input [dp_width-1:0]  Multiplicand ;  
input [dp_width-1:0]  Multiplier ;
output Ready ;
output [2*dp_width-1:0] Product  ; 
parameter BC_size = 3 ;     
parameter S_idle = 3'b001 , S_add = 3'b010, S_shift = 3'b100;  
reg [2:0] state , next_state ;  
reg [dp_width-1:0] A, B, Q ;    
reg C ; 
reg [BC_size-1:0] P ; 
reg Load_regs, Decr_P , Add_regs, Shift_regs ;   
assign Product = {A,Q} ; 
wire zero = (P==0) ; 
wire Ready= (state== S_idle) ; 
always @(posedge clock, negedge reset_b) 
if(~reset_b) state <= S_idle ; else state <= next_state ; 
always @(state, start, Q[0] , zero) 
begin 
next_state = S_idle ; 
Load_regs = 0 ; 
Decr_P = 0 ;
Add_regs = 0 ; 
Shift_regs = 0; 
case(state) 
S_idle  : begin if(start)  next_state = S_add ; Load_regs = 1 ; end 
S_add   : begin if(Q[0]) Add_regs = 1 ; Decr_P = 1 ; next_state = S_shift ; end 
S_shift : begin if(zero) next_state = S_idle ; else next_state = S_add ; Shift_regs =1 ; end 
default : next_state = S_idle ; 
endcase 
end 
always @(posedge clock) begin 
if(Load_regs)
begin 
A <= 0 ; C <= 0 ; P <= dp_width ; B <= Multiplicand ; Q <= Multiplier ;  
end
if(Add_regs) {C,A} <= A + B ; 
if(Shift_regs) {C,A,Q} <= {C,A,Q} >> 1 ; 
if (Decr_P) P <= P - 1 ; 
end
endmodule
```

## ./run.sh

```bash
#!/bin/bash
# OpenROAD 26Q1-2900-gdf79404cd8, Yosys 0.63+post, stock flow scripts
make -C /OpenROAD-flow-scripts/flow DESIGN_CONFIG=/design/flow/config.mk WORK_HOME=/design/flow/orfs finish
```

## ./config.mk

```make
export PLATFORM = sky130hd
export DESIGN_NAME = Multiplier_Binary
export DESIGN_NICKNAME = Multiplier_Binary
export VERILOG_FILES = /design/flow/design.v
export SDC_FILE = /design/flow/constraint.sdc
export NUM_CORES = 4
export LEC_CHECK = 1
export CORE_AREA = 10 10 95 95
export DIE_AREA = 0 0 105 105
```

## ./constraint.sdc

```tcl
current_design Multiplier_Binary

set clk_period 2.0
set clk_io_pct 0.2

create_clock -name clk0 -period $clk_period [get_ports {clock}]

set non_clock_inputs [all_inputs -no_clocks]
set_input_delay [expr $clk_period * $clk_io_pct] -clock clk0 $non_clock_inputs
set_output_delay [expr $clk_period * $clk_io_pct] -clock clk0 [all_outputs]
```

==> run_results.csv <==
group,metric,value,unit
synth,ys_cells,78,
outcome,run_status,"complete, no violations",
worst_setup_path,cpLargestDelayFamily,"flip-flops",
detailed_routing,antenna_left,0,
worst_setup_path,crit_type,"reg -> out",
timing,skew,7.50,ps
timing,timing.final.max_slew_violations,0,
synth,netlist_area,1060,um^2
synth,top_area_share,51.1,%
clock_network,clock_latency,260,ps
worst_setup_path,startpoint_type,"flip-flop",
worst_setup_path,crit_slowest_cell,"dfstp_2",
floorplanning,pin_count,24,
timing,period_needed,1850,ps
pwr,power,1820,uW
job,warnings,26,
timing,min_period_over_period,92.4,%
clock_network,hold_buffers,0,
timing,hold_violations,0,
synth,edf_count,18,
placement,dp_hpwl,1880,um
global_routing,gr-total-overflow,0,
worst_setup_path,crit_buf_inv,1,
detailed_routing,drc,0,
clock_network,h-tree-depth,1,
timing,rsz0062_at_grt,"no",
detailed_routing,vias,689,
cells_and_area,final_area,1450,um^2
synth,yosysTopAreaCell,"edfxtp_1",
synth,yosysWarningCount,1,
worst_setup_path,slowest_delay,670,ps
pwr,ir_drop,456,uV
clock_network,cts.root.buffer_cell,"clkbuf_8",
clock_network,cts_resized,0,
detailed_routing,antenna_cells,0,
placement,dpl_cell_area,1400,um^2
worst_setup_path,path_cells,"clkdlybuf4s50_1",
clock_network,post_cts_buffers,0,
worst_hold_path,hold_class,"in -> async",
worst_setup_path,end_kind,"output port",
floorplanning,die_w,105,um
pwr,p_leak,0.000522,uW
floorplanning,die_y,105,um
floorplanning,dieArea,11000,um^2
clock_network,numClockSinks,22,
pwr,p_per_area,1260,nW/um^2
floorplanning,rows,30,
cells_and_area,fin_util,21.0,%
detailed_routing,wirelength,2380,um
global_routing,track_usage,4.46,%
synth,avgSynthCellArea,13.6,um^2
synth,async_flop_share,13.6,%
detailed_routing,viasPerCell,3.45,
placement,io_buffers,23,
global_routing,grt_antenna_before_repair,0,
floorplanning,fp_util,15.3,%
synth,ys_types,29,
cells_and_area,lay_top_count,"clkdlybuf4s50_1",
clock_network,cts_tree,"yes",
clock_network,cts.reportedPaths.clkPinSlew,70,ps
job,maxCapViolCount,0,
cells_and_area,lay_top_cells,"23 x clkdlybuf4s50_1, 18 x edfxtp_1, 8 x inv_1",
timing,totalNegativeSetupSlack,0,ps
worst_setup_path,critPathMaxFanout,10,
detailed_routing,dr.pass1.iters,2,
worst_setup_path,cp.arrival,1450,ps
timing,hold-worst-slack,315,ps
worst_setup_path,worstPathRequired,1600,ps
global_routing,grt_max_degree,14,
placement,place.gp.congestion,0.761,
clock_network,cts_max_path_buffers,2,
global_routing,grt_first_pass_wirelength,3970,um
synth,ys_area,1060,um^2
cells_and_area,syn2layout_area_growth,36.9,%
detailed_routing,wl_per_cell,11.9,um
global_routing,grt_pass1_vias,753,
cells_and_area,drive_above_1_share,10.6,%
timing,max_freq,0.541,GHz
synth,ys_seq_share,60.2,%
synth,syn-instance-count,78,
clock_network,cts_buffers,3,
synth,topCellsByArea,"edfxtp_1 51%, ha_1 8.3%, mux2_2 5.3%",
timing,relSlewSlack,67.5,%
synth,numSynthFlops,22,
timing,setup_viol,0,
synth,flop_cell,"edfxtp_1",
floorplanning,core,6910,um^2
detailed_routing,drtIter0Drc,54,
timing,tightest_slew,487,ps
Yosys cell counts, types with 2 or more instances:
master,n
nand2b_1,4
ha_1,7
nor2_1,2
nand2_1,6
mux2_2,5
edfxtp_1,18
o22ai_1,2
inv_1,8
dfrtp_1,2
a32o_1,2
a21oi_1,2
o21ai_0,3
state kept, by name, indices dropped and copies added, names as in the netlist:
name / count
state: 3
P: 3
C: 1
A: 5
Q: 5
B: 5
kinds of logic after synthesis:
| family | after synthesis | synth area share [%] |
|---|---|---|
| flops | 22 | 60.2 |
| simple gates | 18 | 9.59 |
| compound gates | 15 | 10.5 |
| buf+inv | 9 | 3.31 |
| fa+ha+maj | 8 | 10.2 |
| mux | 5 | 5.33 |
| xor+xnor | 1 | 0.829 |
power breakdown:
| group | total, uW | internal [uW] | leakage [uW] | switching, uW |
|---|---|---|---|---|
| clock network | 283 | 142 | 0.0000228 | 141 |
| logic | 674 | 388 | 0.000286 | 286 |
| registers | 868 | 721 | 0.000213 | 147 |
path summary, 6_finish.rpt:
path	endpoint	cells after the start	slack, ps	from
max in group asynchronous	state[0]	1	1470	reset_b
min	state[1]	1	310	reset_b
max	Ready	1	150	state[0]
min reg2reg	state[1]	0	520	state[2]
max reg2reg	A[3]	4	200	A[2]
min in group clk0	state[1]	0	520	state[2]
layout make-up:
| class | count | area (um^2) |
|---|---|---|
| Fill cell | 757 | 5460 |
| Sequential cell | 22 | 637 |
| Multi-Input combinational cell | 47 | 385 |
| Timing Repair Buffer | 23 | 230 |
| Tap cell | 96 | 120 |
| Clock buffer | 4 | 45.0 |
| Inverter | 8 | 30.0 |
per-stage QoR:
stage	setup slack, ps	instances
after floorplan	325	78
after global placement	215	196
after detailed placement	210	196
after CTS	130	200
after global routing	93.0	200
final	153	200
worst register-to-register path, delay by kind of cell, from the launching register on:
family	cells	cell delay, ps
adders and majority gates	1	350
and+or+nand+nor	2	530
DFF	1	440
AOI/OAI and AO/OA	1	250
per-layer routing:
layer	GRT usage, %	wire length, um
met2	7.25	1130
met1	5.56	1060
met3	2.05	182
met5	0	0
met4	0.294	2
No activity file was given, so power comes from the tool's default toggle rates.
